File: flow/config.mk
export PLATFORM = sky130hd
export DESIGN_NAME = ALU
export DESIGN_NICKNAME = ALU
export VERILOG_FILES = /design/flow/design.v
export SDC_FILE = /design/flow/constraint.sdc
export NUM_CORES = 4
export LEC_CHECK = 1
export CORE_UTILIZATION = 30
File: flow/design.v
module ALU  #( parameter  OPRND_WIDTH = 8, OUT_WIDTH = 2 * OPRND_WIDTH, CTRL_WIDTH = 4)
  ( input   wire                     CLK          ,    
    input   wire                     RST          ,    
    input   wire                     Enable       ,    
    input   wire  [OPRND_WIDTH-1:0]  A            ,    
    input   wire  [OPRND_WIDTH-1:0]  B            ,    
    input   wire  [ CTRL_WIDTH-1:0]  ALU_FUN      ,    
    output  reg   [  OUT_WIDTH-1:0]  ALU_OUT      ,    
    output  reg                      OUT_VALID    );   
  reg [OUT_WIDTH-1:0] ALU_RESULT;
  always @(*)
  begin
    if(Enable)
      case(ALU_FUN)
        4'b0000:  ALU_RESULT = A + B;    
        4'b0001:  ALU_RESULT = A - B;    
        4'b0010:  ALU_RESULT = A * B;    
        4'b0011:  ALU_RESULT = A / B;    
        4'b0100:  ALU_RESULT = A & B;      
        4'b0101:  ALU_RESULT = A | B;      
        4'b0110:  ALU_RESULT = ~(A & B);   
        4'b0111:  ALU_RESULT = ~(A | B);   
        4'b1000:  ALU_RESULT = 'b0;
        4'b1001:  ALU_RESULT = (A==B)? 'd1:'d0;
        4'b1010:  ALU_RESULT =  (A>B)? 'd2:'d0;
        4'b1011:  ALU_RESULT =  (A<B)? 'd3:'d0;
        4'b1100:  ALU_RESULT = A>>1;     
        4'b1101:  ALU_RESULT = A<<1;     
        4'b1110:  ALU_RESULT = B>>1;     
        4'b1111:  ALU_RESULT = B<<1;     
        default:  ALU_RESULT = 'b0;
      endcase
    else
      ALU_RESULT = 'b0;
  end
  always @(posedge CLK or negedge RST)
  begin
    if(!RST)
      begin
        ALU_OUT   <= 'b0;
        OUT_VALID <= 1'b0;
      end
    else if(Enable)
      begin
        ALU_OUT   <= ALU_RESULT;
        OUT_VALID <= 1'b1;
      end
  end 
endmodule
File: flow/run.sh
#!/bin/bash
# OpenROAD 26Q1-2900-gdf79404cd8, Yosys 0.63+post, stock flow scripts
make -C /OpenROAD-flow-scripts/flow DESIGN_CONFIG=/design/flow/config.mk WORK_HOME=/design/flow/orfs finish
File: flow/constraint.sdc
current_design ALU

set clk_period 1.4
set clk_io_pct 0.2

create_clock -name clk0 -period $clk_period [get_ports {CLK}]

set non_clock_inputs [all_inputs -no_clocks]
set_input_delay [expr $clk_period * $clk_io_pct] -clock clk0 $non_clock_inputs
set_output_delay [expr $clk_period * $clk_io_pct] -clock clk0 [all_outputs]
==> run summary <==
The full implementation flow was run.

Nets still carrying antenna violations after routing amount to 0. The fraction of synthesized cell area taken by the top area cell type stands at 0.2100. The xor and xnor area share after synthesis stands at 0.06765. At the worst endpoint, the arrival time is 25.06 ns. The longest clock path from root to sink contains 2 buffers. Across all layers, the routed design uses 12,346 vias.

The critical path maximum fanout is 6. The overall die width stands at 181.9 µm. The post-placement cell area is 14,350 µm².

The yosys stat chip area stands at 9711 µm². The number of enable-type register cells in the synthesized netlist stands at 0. The clock skew after layout stands at 0 ns. Per the log, the first TritonRoute iteration ended with a DRC count of 783. The placement row count stands at 65. Per the placement log, port buffering inserted 39 buffers.

Counting distinct cell types in the post-synthesis netlist gives 93. The number of max-capacitance violations reported stands at 0. The flow measured a signed area growth from synthesis to layout of 75.97%. The combinational power share stands at 0.975.

The post-synthesis cell area stands at 9711 µm². The measured slew at the worst slew-check pin stands at 0.7525 ns. STA classifies the critical path startpoint as an input pin. The sequential share of power stands at 0.013.

The mux share of post-synthesis cell area stands at 0.05901. The via count normalized by instance count stands at 5.231. The analysis reports a worst IR drop on VDD of 4557 µV.

Switching power as a fraction of the total was reported as 0.4316. The synthesis run shows the most used standard cells to be ha_1, nor2_1, inv_1, a21oi_1, nand2_1. Yosys shows that the main logic family after synthesis is adder cells.

Among all flip-flop cells after synthesis, the most frequent one is dfrtp_1. The most critical hold endpoint after final layout shows a slack of 0.3475 ns. The initial antenna violation count is 0. The post-synthesis share of cell area spent on and-or and or-and gates stands at 0.2837. The overall chip area stands at 33,090 µm². Of all cell types, the one taking the most synthesized area is ha_1. The initial core utilization stands at 0.3062. Each instance of the synthesized netlist takes up on average 7.528 µm².

The count of inserted antenna diode cells stands at 0. For this run, the number of Yosys warnings is 1. In this run the vertical extent of the chip is 181.9 µm.

The fill cell instance count of the final layout stands at 2,622. The minimum period implied by the final worst setup slack stands at 24.93 ns. Derived from the worst setup path, the maximum achievable clock frequency is 40.11 MHz. During I/O placement, the number of pins put on the boundary was 40. The flip-flop and latch count after synthesis stands at 17.

The final cell area excluding filler cells stands at 17,090 µm². The synthesis report lists the most area-consuming cells as ha_1, fa_1, a21oi_1. Data on the critical path is required at its endpoint by 1.54 ns.

By instance count, the leading cell after synthesis is ha_1. The total internal power stands at 28.74 mW. For this design, the sink count on the clock tree is 17. CTS built an H-tree with a depth of 1. The overall global routing resource usage stands at 0.2309.

Of the synthesized area, sequential elements account for 0.04381. Dividing the final minimum period by the clock period gives 17.81. The number of clock buffers added by TritonCTS is 3. STA classifies the critical path endpoint as a register. In the final layout, the share of cells above drive strength 1 is 0.4770.

For this run, the slowest stage of the critical path takes 0.41 ns. Of all flip-flops after synthesis, the portion carrying an async set or reset was 1.000. Setup repair after global routing could not meet its margin everywhere. Once detailed placement completed, the half-perimeter wirelength came to 27.51 mm. The wire length of the first global-routing pass stands at 60.63 mm. The switching component of the power was reported as 21.82 mW. The routed length per placed instance stands at 16.60 µm. The fraction of power consumed by the clock network stands at 0.012.

The hold violation count in the final report stands at 0. The end-of-flow timing check tallies setup violations at 16. The reported leakage power stands at 8.385 nW.

Across all stage logs, warnings added up to 48. Entering global routing, the biggest net connects 32 pins. Dividing total power by cell area gives a power density of 2959 nW/µm².

The yosys stat cell total stands at 1,290. After detailed routing, the total wire length is 39.18 mm. The registers of the reported paths see a clock transition of 0.06 ns.

The tree is rooted in a clkbuf_16. The DRC violation count after routing stands at 0. The cell-mix breakdown from Yosys lists the simple-gate area share as 0.1938. Checking max transition, the worst relative margin is 0.4904. In this run the worst hold path is classified as in2async. By startpoint and endpoint, the worst setup path is classified as in2reg. In this run, the synthesized area fraction spent on adder and majority cells is recorded as 0.2884. According to the floorplan report, the placeable core area is 31,720 µm². The iteration count recorded for the first detailed-route pass is 5. The clock latency of the later-clocked register in the worst-skew pair stands at 0.26 ns. The final timing report gives a worst setup slack of -23.53 ns. The slowest stage of the critical path belongs to the cell or3b_4. The overall overflow remaining after global route stands at 0. The routability congestion estimate stands at 0.9807. The final-report max-slew violation count stands at 0.

The hold buffer count at cts stands at 0. Synthesis produced a netlist whose cell count is 1,290. The checks that failed: negative setup slack. TritonCTS built the clock tree. The number of global-route vias before repair was 11,930. The run finished, with violations left.
==> worst max-delay path, delay by kind of cell <==
family,cells,cell delay (ns)
compound gates,59,10.23
xor+xnor,1,0.14
fa+ha+maj,15,3.73
buf+inv,20,2.42
mux,6,1.96
simple gates,37,6.18
==> state kept, by name, indices dropped and copies added, names as in the netlist <==
name	cells
OUT_VALID	1
ALU_OUT	16
==> cell type report <==
cell class	instances	area, µm²	share of cell area
repair buffers	701	5565	0.3257
inverters	109	427.9	0.02504
well taps	402	503.0	0.02944
multi-input cells	1127	10090	0.5902
clock buffers	3	75.07	0.004393
clock inverters	1	5.005	0.0002929
flip-flops and latches	17	425.4	0.02490
==> repair_timing <==
item,in CTS,in global routing
pin swaps,102,104
buffers inserted,170,42
resized,201,112
endpoints found under the hold margin,0,0
gates cloned,1,0
setup endpoints to repair,17,21
==> worst paths after layout <==
kind / startpoint / depth (start not counted) / to / slack [ns]
max: B[6] / 138 / ALU_OUT[0]$_DFFE_PN0P_ / -23.53
min: RST / 2 / ALU_OUT[2]$_DFFE_PN0P_ / 0.35
max reg2reg: ALU_OUT[0]$_DFFE_PN0P_ / 2 / ALU_OUT[0]$_DFFE_PN0P_ / 0.49
min reg2reg: OUT_VALID$_DFFE_PN0P_ / 1 / OUT_VALID$_DFFE_PN0P_ / 0.47
max in group asynchronous: RST / 2 / ALU_OUT[12]$_DFFE_PN0P_ / 0.85
min in group clk0: OUT_VALID$_DFFE_PN0P_ / 1 / OUT_VALID$_DFFE_PN0P_ / 0.47
==> through the flow <==
stage	TNS, ns	setup slack [ns]	power, mW	utilization	instances
CTS	-163.86	-22.66	46.86	0.5117	2320
finish	-167.69	-23.53	50.56	0.5387	2360
detailed placement	-182.31	-24.26	37.86	0.4525	2149
floorplan	-171.77	-23.99	24.00	-	1297
global route	-176.91	-24.78	53.71	0.5387	2360
global placement	-180.39	-23.93	37.26	0.4525	2149
==> cell families after synthesis <==
| kind of cell | after synthesis |
|---|---|
| adder cells (fa/ha/maj) | 201 |
| AND-OR/OR-AND | 393 |
| XOR/XNOR | 75 |
| other | 1 |
| AND/OR/NAND/NOR | 401 |
| multiplexers | 48 |
| buffers and inverters | 154 |
| flip-flops | 17 |
==> cells in the final DEF, fill, tap and decap left out, types with 12 or more instances in the layout <==
cell and instances:
o22ai_1 13, mux2i_1 12, ha_1 135, a21oi_1 67
buf_4 621, a21oi_2 27, ha_4 24, mux2_4 25
o211ai_1 13, fa_1 37, o21bai_1 13, nor2_1 115
a21o_1 31, nand4_1 12, dfrtp_1 17, a21oi_4 15
inv_1 101, nand3_1 19, xnor2_1 47, o21ai_0 39
nand2b_1 13, nor3_1 41, clkdlybuf4s50_1 18, nand2_1 89
o21a_1 30, or3_1 12, o21ai_1 12, buf_6 35
xor2_1 27
==> power by group through the flow <==
| stage | Clock (mW) | Sequential (mW) | Combinational [mW] |
|---|---|---|---|
| 6_report | 0.619 | 0.633 | 49.3 |
| 5_1_grt | 0.649 | 0.645 | 52.4 |
| 4_1_cts | 0.633 | 0.636 | 45.6 |
==> layer usage <==
metal / global-route usage / part of all wire
met1: 0.3329 / 0.47
met2: 0.3738 / 0.45
met3: 0.03231 / 0.066
met4: 0.03966 / 0.021
met5: 0.001481 / 0
Power is estimated from default activity; no workload was simulated.
